File: ./design.v
module SequenceDetector (
  input clk,
  input rstn,
  input in,
  output reg out
);
  reg [2:0] state;
always @(posedge clk or posedge rstn) begin
    if (rstn) begin
      state <= 0;
		out <= 0;
    end else begin
      case (state)
        0: begin
          if (in) begin
            state <= 1;
          end
        end
        1: begin
          if (in) begin
            state <= 2;
          end else begin
            state <= 0;
          end
        end
		  2: begin
          if (in) begin
            state <= 3;
          end else begin
            state <= 0;
          end
        end
        3: begin
          out <= 1;
          state <= 0;
        end
        default: begin
          state <= 0;
			  out <= 0;
        end
      endcase
    end
  end
endmodule
File: ./run.sh
#!/bin/bash
# OpenROAD 26Q1-2900-gdf79404cd8, Yosys 0.63+post, stock flow scripts
make -C /OpenROAD-flow-scripts/flow DESIGN_CONFIG=/design/flow/config.mk WORK_HOME=/design/flow/orfs finish
File: ./config.mk
export PLATFORM = sky130hd
export DESIGN_NAME = SequenceDetector
export DESIGN_NICKNAME = SequenceDetector
export VERILOG_FILES = /design/flow/design.v
export SDC_FILE = /design/flow/constraint.sdc
export NUM_CORES = 4
export LEC_CHECK = 1
export CORE_AREA = 10 10 70 70
export DIE_AREA = 0 0 80 80
File: ./constraint.sdc
current_design SequenceDetector

set clk_period 1.5
set clk_io_pct 0.2

create_clock -name clk0 -period $clk_period [get_ports {clk}]

set non_clock_inputs [all_inputs -no_clocks]
set_input_delay [expr $clk_period * $clk_io_pct] -clock clk0 $non_clock_inputs
set_output_delay [expr $clk_period * $clk_io_pct] -clock clk0 [all_outputs]
==> run notes <==
Flow results follow.

The number of antenna cells inserted is 0. The final layout reports a setup TNS of 0 ns. The average instance in the mapped netlist occupies approximately 15 um^2. The routed length per placed instance is roughly 6.0 um. The worst-case IR drop observed on VDD is about 0.25 mV. The total net switching power is ~0.068 mW. The number of buffer cells added on primary ports is 3. The count of synthesis-stage warnings from yosys is 1. Once the floorplan was initialized, standard cells occupied approximately 5.2% of the core. The clock latency on the worst-skew pair is 0.24 ns. The initial antenna violation count is 0. Global routing used 1.67% of the available tracks across all layers. Max-cap violations in this run came to 0. Setup repair after global routing left no endpoint under its margin. In this run, synthesis produced a sequential element count of 5. Post-route period utilization is reported as around 90%. The CTS log lists the clock sinks for this run as 5. The pin count of the biggest net entering global routing is 6. Derived from the worst setup path, the maximum achievable clock frequency is between 700 and 800 MHz.

The area of the mapped netlist is roughly 180 um^2. The cell-internal power is 0.257 mW. The top-area cell type share of the netlist area is a little under three fifths. The cell type with the highest aggregate area in the netlist is sky130_fd_sc_hd__dfrtp_1.

The horizontal die size is 80 um. The via count of the first global-routing pass is roughly 150. The CTS buffer count is 3. The final max-slew violation count is 0. The number of detailed-routing iterations run before antenna repair is 2. The maximum fanout along the worst path is 2. Yosys reports a chip area of 178 um^2. The instance count of the mapped netlist is 12. The via count of the routed design is approximately 110. Per the final layout report, the fraction of cells sized above drive strength 1 comes to ~37%.

The worst max-slew margin expressed relative to the limit is about 90%. The required time reported for the critical path endpoint is between 1 and 1.5 ns. The longest clock path from root to sink contains 2 buffers. The largest single stage delay on the critical path is 0.46 ns. The total power divided by cell area is about 1100 nW/um^2. The final number of setup-violating endpoints is 0. The run finished with clean final reports.

The sum of buffers and inverters on the critical path is 1. Sequential cells burn a little under half of the power. The wire length reported by the detailed router is between 300 and 400 um. After detailed routing, the number of vias per cell comes to approximately 1.7. The number of DRC violations after detailed-routing iteration 0 is 5. For reference, the placement row count at floorplan is 21. The post-CTS resize count is 0. The number of H-tree branching levels is 1. The clock input transition at the sequential cells of the worst setup and hold paths is roughly 0.050 ns. The weighted congestion reported at the end of routability-driven placement is between 0.6 and 0.7. The number of different library cells used by synthesis comes to 8. Per the GRT congestion report, total overflow comes to 0. The floorplan die area is between 6000 and 7000 um^2. The class of the worst hold path is input port to async pin. The transition time of the tightest slew-check pin is between 0.15 and 0.2 ns. The endpoint arrival time on the critical path is between 1 and 1.5 ns. The proportion of power drawn by combinational gates is under 10%. The capturing element type of the critical path is an output pin. For reference, the final report shows the hold violation count at 0. The cell sequence reported for the critical path is clkdlybuf4s50_1. The power report attributes to the clock group a share of 48.5%. Counting I/O delays and the setup requirement, the final critical path takes ~1.3 ns. Yosys stat counts 12 cells in the synthesized netlist. In this run the vertical extent of the chip is roughly 80 um. The total DRC errors in the routed layout is 0. Hold timing on the final database bottoms out at a slack of between 0.2 and 0.3 ns.

STA classifies the critical path startpoint as a flip-flop. The worst clock skew on the final layout is about 0.0083 ns. Per the breakdown, switching nets consume about a fifth of all power. The slowest stage of the critical path belongs to the cell sky130_fd_sc_hd__clkdlybuf4s50_1. The register area share after synthesis is 71.1%. The power report puts the leakage power at approximately 0.12 nW. In the final layout, the fill cell count is roughly 410.

For reference, the most critical setup path is categorized as flip-flop to output pin. In this run, post-CTS hold repair placed 0 buffers. The CTS tree is yes. The wire length of the first global-routing pass is roughly 740 um. The count of warning messages emitted by the tools is 25. By area the synthesized netlist is led by sky130_fd_sc_hd__dfrtp_1 56%, sky130_fd_sc_hd__dfstp_2 15%, sky130_fd_sc_hd__and2_1 7.0%. Pin placement for this block handled 4 I/O pins. Buffers added to address setup during post-CTS repair amount to 0. In this run the standard cell core region covers between 3000 and 4000 um^2.

The layout overhead on the synthesized area is 64.1%. The critical path's top delay family is buffers and inverters. CTS placed an instance of sky130_fd_sc_hd__clkbuf_4 at the clock tree root.

The number of antenna-violating nets in the routed design is 0.
power by group through the flow:
stage / combinational (mW) / clock (mW) / sequential (mW)
CTS: 0.0198 / 0.164 / 0.147
global route: 0.0223 / 0.188 / 0.149
finish: 0.0192 / 0.157 / 0.148
cell families after synthesis:
family,share of synthesized area [%]
DFF,71.1
and+or+nand+nor,20.4
muxes,6.34
buffers and inverters,2.11
state kept, by name (all words and copies together), names as in the netlist:
name,count
out,1
state,4
worst paths after layout:
path / endpoint / depth (start not counted) / slack (ns) / startpoint
min reg2reg: state[0]$_DFF_PP1_ / 1 / 0.50 / state[3]$_DFF_PP0_
max in group asynchronous: state[0]$_DFF_PP1_ / 2 / 1.00 / rstn
min in group clk0: state[0]$_DFF_PP1_ / 1 / 0.50 / state[3]$_DFF_PP0_
max: out / 1 / 0.15 / out$_DFFE_PP0N_
max reg2reg: out$_DFFE_PP0N_ / 2 / 0.46 / state[2]$_DFF_PP0_
min: state[3]$_DFF_PP0_ / 2 / 0.25 / rstn
area by class of cell:
cell class / count / area [um^2] / share of cell area (%)
flip-flops and latches: 5 / 126 / 43.3
clock buffers: 4 / 26.3 / 9.01
repair buffers: 3 / 30.0 / 10.3
well taps: 46 / 57.6 / 19.7
multi-input cells: 6 / 47.5 / 16.3
inverters: 1 / 3.75 / 1.29
synth_stat cells:
cell,instances
sky130_fd_sc_hd__and2_1,2
sky130_fd_sc_hd__and2_2,1
sky130_fd_sc_hd__dfrtp_1,4
sky130_fd_sc_hd__dfstp_2,1
sky130_fd_sc_hd__inv_1,1
sky130_fd_sc_hd__mux2_2,1
sky130_fd_sc_hd__nand2b_1,1
sky130_fd_sc_hd__nor3_2,1
layout by cell type (no fill, tap or decap):
| master | netlist | layout |
|---|---|---|
| sky130_fd_sc_hd__clkbuf_1 | 0 | 1 |
| sky130_fd_sc_hd__nor3_2 | 1 | 1 |
| sky130_fd_sc_hd__inv_1 | 1 | 1 |
| sky130_fd_sc_hd__clkbuf_4 | 0 | 3 |
| sky130_fd_sc_hd__clkdlybuf4s50_1 | 0 | 3 |
| sky130_fd_sc_hd__nand2b_1 | 1 | 1 |
| sky130_fd_sc_hd__mux2_2 | 1 | 1 |
| sky130_fd_sc_hd__and2_2 | 1 | 1 |
| sky130_fd_sc_hd__dfstp_2 | 1 | 1 |
| sky130_fd_sc_hd__dfrtp_1 | 4 | 4 |
| sky130_fd_sc_hd__and2_1 | 2 | 2 |
layer usage:
| metal | track usage, % | part of all wire (%) |
|---|---|---|
| met1 | 1.74 | 44 |
| met2 | 1.36 | 27 |
| met3 | 3.07 | 29 |
| met4 | 0.352 | 0 |
| met5 | 0 | 0 |
per-stage QoR:
step / total power [mW] / setup WS (ns) / std cells / utilization, % / cell area (um^2)
final: 0.324 / 0.152 / 65 / 8.53 / 292
after global routing: 0.359 / 0.0775 / 65 / 8.53 / 292
after CTS: 0.331 / 0.137 / 65 / 8.53 / 292
after detailed placement: 0.169 / 0.406 / 61 / 7.77 / 265
after floorplan: 0.157 / 0.518 / 12 / - / 178
after global placement: 0.167 / 0.413 / 61 / 7.77 / 265
Power is estimated from default activity; no workload was simulated.
